==> flow/design.v <==
module SPI_slave_op(MOSI,MISO,clk,rstn,rx_data,tx_data,rx_valid,tx_valid,SS_n);
parameter IDLE=3'b000;
parameter CHK_CMD=3'b001;
parameter WRITE =3'b010;
parameter READ_ADD=3'b011;
parameter READ_DATA=3'b100;
input MOSI,clk,rstn,tx_valid,SS_n;
input [7:0]tx_data;
output reg MISO,rx_valid;
output reg [9:0]rx_data;
(*fsm_encoding="sequential"*)
reg [2:0]ns,cs; 
wire [2:0]count;
wire [3:0]count_10;
reg Read_add_data_inx;
down_counter #(10,4) down_counter_10(clk,rstn && cs!=CHK_CMD ,cs!=IDLE,count_10); 
down_counter #(8,3)tx_to_MISO(clk,rstn&& (cs!=CHK_CMD),(cs==READ_DATA && tx_valid),count);
always @(*) begin
    case (cs)
        IDLE:begin
            if(SS_n) ns=IDLE;
            else begin
                ns=CHK_CMD;
            end
        end
        CHK_CMD:begin
            if(SS_n) ns=IDLE;
            else begin
                if(MOSI) begin
                    if(!Read_add_data_inx) begin 
                        ns=READ_ADD;
                    end
                    else if (Read_add_data_inx) begin
                        ns=READ_DATA;
                    end
                end
                else begin
                    ns=WRITE;
                end
            end
        end
        WRITE:begin
            if(SS_n) ns=IDLE;
            else begin
                ns=WRITE;
            end
        end
        READ_ADD:begin
            if(SS_n) ns=IDLE;
            else begin
                ns=READ_ADD;
            end 
        end
        READ_DATA: begin
            if(SS_n) ns=IDLE;
            else begin
                ns=READ_DATA;
            end
        end
    endcase
end
always @(posedge clk) begin
    if (!rstn) begin
        cs<=3'b000;
    end
    else begin
        cs<=ns;
    end
end
always @(posedge clk) begin
    if(!rstn) begin
        rx_data<=8'b0;
        rx_valid<=0;
        MISO<=0;
        Read_add_data_inx<=0;
    end
    else begin
        case(cs)
            WRITE: begin
                rx_data[count_10]<=MOSI;
                MISO<=0;
                if (count_10==4'b0) begin
                   rx_valid<=1; 
                end
                else begin
                        rx_valid<=0;
                    end
            end
            READ_ADD: begin
                rx_data[count_10]<=MOSI;
                MISO<=0;
                if (count_10==4'b0) begin
                   rx_valid<=1;
                    Read_add_data_inx<=1;
                end
                else begin
                        rx_valid<=0;
                    end
            end
            READ_DATA: begin
                if(!tx_valid) begin
                    rx_data[count_10]<=MOSI; 
                    MISO<=0;
                    if (count_10==4'b0) begin
                       rx_valid<=1; 
                       Read_add_data_inx<=0;
                    end
                    else begin
                        rx_valid<=0;
                    end
                end
                else begin 
                    MISO<=tx_data[count];  
                    rx_valid<=0;
                    rx_data<='b0;
                end
            end
            CHK_CMD :begin
                rx_valid<=0;
                rx_data<=0;
                MISO<=0;
            end
            IDLE: begin
                rx_valid<=0;  
                rx_data<=0;
                MISO<=0; 
            end
            default :begin
                rx_valid<=0;
                rx_data<=0;
                MISO<=0;
            end
        endcase
    end
end
endmodule
module down_counter#(parameter MOD=8,parameter COUNTER_BITS=3)(clk,rstn,enable,count);
input clk,rstn,enable;
output reg [COUNTER_BITS-1:0] count;
always @(posedge clk ) begin
    if(~rstn) begin
        count<=MOD-1;
    end
    else if(enable) begin
        if(count==0)begin
            count<=MOD-1;
        end
        else begin
           count<=count-1; 
        end
    end
end
endmodule
==> flow/run.sh <==
#!/bin/bash
# OpenROAD 26Q1-2900-gdf79404cd8, Yosys 0.63+post, stock flow scripts
make -C /OpenROAD-flow-scripts/flow DESIGN_CONFIG=/design/flow/config.mk WORK_HOME=/design/flow/orfs finish
==> flow/config.mk <==
export PLATFORM = sky130hd
export DESIGN_NAME = SPI_slave_op
export DESIGN_NICKNAME = SPI_slave_op
export VERILOG_FILES = /design/flow/design.v
export SDC_FILE = /design/flow/constraint.sdc
export NUM_CORES = 4
export LEC_CHECK = 1
export CORE_AREA = 10 10 91 91
export DIE_AREA = 0 0 101 101
==> flow/constraint.sdc <==
current_design SPI_slave_op

set clk_period 1.8
set clk_io_pct 0.2

create_clock -name clk0 -period $clk_period [get_ports {clk}]

set non_clock_inputs [all_inputs -no_clocks]
set_input_delay [expr $clk_period * $clk_io_pct] -clock clk0 $non_clock_inputs
set_output_delay [expr $clk_period * $clk_io_pct] -clock clk0 [all_outputs]
==> run_results.csv <==
group,metric,value,unit
power,power.static_leakage,0.762,nW
grt,antenna_violations_before_repair,0,
detailed_routing,drt_pre_antenna_iters,4,
final_timing,fin_crit,1.71,ns
detailed_routing,drt_iter0_drc,94,
detailed_routing,route.vias.total,1318,
finish,lay_top_cells,"sky130_fd_sc_hd__clkdlybuf4s50_1, sky130_fd_sc_hd__dfxtp_1, sky130_fd_sc_hd__buf_4",
final_timing,fmax,0.584,GHz
final_timing,final.period_utilization,0.952,
place,place.port_buffers,24,
final_timing,grt_setup_unrepaired,"no",
power,vdd.ir_drop.worst,0.236,mV
grt,grt_pass1_wl,6240,um
synthesis,ys_ff,26,
floorplanning,core_area,0.00635,mm2
final_timing,slew_viol_final,0,
finish,post_route_cells_drive_above_1_share,0.174,
clock_network,cts_buffers,3,
grt,via_count_of_the_first_global_routing_pass,1256,
detailed_routing,drc_errors,0,
floorplanning,boundaryPins,25,
setup_path,timing_worst_setup_path_type,"input pin to flop",
outcome,status,"completed",
final_timing,untimed_endpoints,3,
final_timing,unclocked_regs,3,
synthesis,synth_area_per_inst,8.76,um2
synthesis,yosys-stat-cells,166,
synthesis,synth_cell_type_count,45,
clock_network,cts_buffer_depth,2,
setup_path,path_max_fanout,2,
detailed_routing,drt.antenna.violating_nets,0,
detailed_routing,route.detailed.wl_per_inst,12.5,um
floorplanning,fp-utilization,0.229,
floorplanning,dieWidth,101,um
final_timing,worst_clock_skew,0.00568,ns
final_timing,timing.final.ws_setup,0.0872,ns
synthesis,ys_async_sr_fraction,0,
place,place_worst_setup_slack,-0.190,ns
finish,lay_top_count,"sky130_fd_sc_hd__clkdlybuf4s50_1",
setup_path,critical_path_arrival,1.91,ns
clock_network,cts.clk_slew.worst_paths,0.08,ns
setup_path,worst_setup_path_end_kind,"flop",
flow_run,timing.max_cap.violations,0,
finish,area_growth_syn_to_layout,35.4,%
synthesis,syn_area,0.00145,mm2
final_timing,slew_headroom,0.625,
floorplanning,placementRows,29,
finish,fin_cells,284,
flow_run,openroad.warnings,31,
power,report.power.total,959,uW
clock_network,insertion_delay,0.27,ns
clock_network,holdBufCountCts,0,
final_timing,tightest_slew,0.560,ns
clock_network,tritoncts_clock_tree,"yes",
place,final_hpwl_dp,2770,um
power,pwr_density_cell,487,mW/mm2
place,place.detailed.instances,280,
clock_network,number_of_h_tree_levels,1,
detailed_routing,drt-total-wl,3560,um
clock_network,clock_tree.root_cell,"sky130_fd_sc_hd__clkbuf_8",
synthesis,total_cell_area_reported_by_yosys_after_synthesis,0.00145,mm2
setup_path,worst_ep_required_time,1.99,ns
floorplanning,die_y,101,um
synthesis,yosys_warnings,5,
final_timing,setup-tns-final,0,ns
synthesis,synth-edff-count,0,
grt,pin_count_of_the_biggest_net_entering_global_routing,16,
synthesis,number_of_standard_cells_after_synthesis,166,
floorplanning,fp.dieArea,0.0102,mm2
final_timing,hold_viol,0,
setup_path,worstSetupStartpointType,"input pin",
place,globalplace.congestion,0.923,
grt,grt_usage,0.0725,
detailed_routing,route.antenna.diode_count,0,
detailed_routing,vias_per_cell,4.64,
grt,total_congestion_overflow_after_global_routing,0,
hold_path,min-delay-path-class,"flop to flop",
synthesis,postSynth.topFlopCell,"sky130_fd_sc_hd__dfxtp_1",
final_timing,setup_viol,0,
[state kept, by name (all words and copies together), names as in the netlist]
| signal | count |
|---|---|
| rx_data | 10 |
| rx_valid | 1 |
| Read_add_data_inx | 1 |
| MISO | 1 |
| cs | 3 |
| down_counter_10.count | 4 |
| tx_to_MISO.count | 3 |
| ns | 3 |
[final cells by class]
cell class	count	area [um2]
fillers	671	4380
flip-flops and latches	26	508
inverters	5	18.8
well taps	77	96.3
repair buffers	44	403
multi-input cells	128	897
clock buffers	4	45.0
[cells in the mapped netlist (all sizes together) (2+ instances only)]
| library cell | instances | area share |
|---|---|---|
| a21oi | 7 | 0.027 |
| a2bb2oi | 2 | 0.012 |
| a31oi | 2 | 0.0086 |
| and2 | 6 | 0.026 |
| and3 | 2 | 0.0086 |
| buf | 2 | 0.013 |
| clkbuf | 5 | 0.013 |
| dfxtp | 23 | 0.32 |
| dlxtn | 3 | 0.031 |
| ha | 8 | 0.069 |
| inv | 5 | 0.013 |
| mux2i | 4 | 0.028 |
| mux4 | 2 | 0.031 |
| nand2 | 11 | 0.028 |
| nand2b | 4 | 0.017 |
| nand3 | 9 | 0.031 |
| nor2 | 15 | 0.039 |
| nor2b | 7 | 0.030 |
| nor3 | 6 | 0.021 |
| nor3b | 3 | 0.019 |
| nor4b | 3 | 0.028 |
| o211ai | 9 | 0.046 |
| o21ai | 5 | 0.020 |
| o22ai | 7 | 0.034 |
| o31ai | 2 | 0.010 |
| or2 | 2 | 0.0086 |
[what timing repair did]
| item | CTS | global route |
|---|---|---|
| setup buffers | 0 | 0 |
| endpoints found under the hold margin | 0 | 0 |
| resized | 0 | 2 |
| endpoints found under the setup margin | 0 | 2 |
[layer usage]
metal,GRT usage,wire (um),vias to the layer above
met3,0.0159,169,2
met2,0.116,1770,21
met4,0.00429,19,0
met1,0.102,1610,607
met5,0,0,-
li1,-,-,688
[stage by stage]
| step | area [um2] | utilization | hold slack [ns] |
|---|---|---|---|
| final | 1970 | 0.310 | 0.490 |
| after global routing | 1970 | 0.310 | 0.550 |
| after CTS | 1960 | 0.309 | 0.499 |
| after detailed placement | 1920 | 0.302 | 0.487 |
| after global placement | 1920 | 0.302 | 0.488 |
| after floorplan | 1460 | - | 0.437 |
[cell families (layout without fill, tap and decap cells)]
family,Yosys count,count (layout),synth area share
latches,3,3,0.0310
xor gates and xnor gates,1,1,0.00603
AOI/OAI and AO/OA,36,36,0.170
muxes,6,6,0.0585
adders and majority gates,8,8,0.0688
buffers and inverters,12,53,0.0387
and+or+nand+nor,77,77,0.311
DFF,23,23,0.317
[worst max-delay path, stage by stage]
cell	delay, ns
sky130_fd_sc_hd__clkdlybuf4s50_1	0.46
sky130_fd_sc_hd__nor4b_4	0.32
sky130_fd_sc_hd__o21ai_2	0.10
sky130_fd_sc_hd__or4b_4	0.50
sky130_fd_sc_hd__o22ai_2	0.17
[power breakdown]
group	internal (mW)	switching [mW]	total, mW
combinational	0.0643	0.0521	0.116
clock	0.158	0.170	0.328
sequential	0.511	0.00291	0.514
[final timing paths]
path                            startpoint    endpoint  slack (ns)  cells after the start
setup / recovery                  tx_valid  rx_data[3]        0.09                      5
hold / removal                  rx_data[9]  rx_data[9]        0.49                      2
setup reg to reg  down_counter_10.count[0]  rx_data[3]        0.10                      6
hold reg to reg                 rx_data[9]  rx_data[9]        0.49                      2
No activity file was given, so power comes from the tool's default toggle rates.
